`run.sh`:
```
#!/bin/bash
# OpenROAD 26Q1-2900-gdf79404cd8, Yosys 0.63+post, stock flow scripts
make -C /OpenROAD-flow-scripts/flow DESIGN_CONFIG=/design/flow/config.mk WORK_HOME=/design/flow/orfs finish
```
`config.mk`:
```
export PLATFORM = sky130hd
export DESIGN_NAME = uc
export DESIGN_NICKNAME = uc
export VERILOG_FILES = /design/flow/design.v
export SDC_FILE = /design/flow/constraint.sdc
export NUM_CORES = 4
export LEC_CHECK = 1
export CORE_AREA = 10 10 70 70
export DIE_AREA = 0 0 80 80
```
`constraint.sdc`:
```
current_design uc

set clk_period 1.7
set clk_io_pct 0.2

create_clock -name clk0 -period $clk_period [get_ports {clk}]

set non_clock_inputs [all_inputs -no_clocks]
set_input_delay [expr $clk_period * $clk_io_pct] -clock clk0 $non_clock_inputs
set_output_delay [expr $clk_period * $clk_io_pct] -clock clk0 [all_outputs]
```
`design.v`:
```
module uc(input wire clk, start, q0, qm1, output wire CargaQ, CargaA, CargaM, CargaQm1 ,suma, resta, desplazaA, desplazaQ, resetA, fin);
reg [3:0] state, nextstate;
parameter S0 =  4'b0000;
parameter S1 =  4'b0001;
parameter S2 =  4'b0010;
parameter S3 =  4'b0011;
parameter S4 =  4'b0100;
parameter S5 =  4'b0101;
parameter S6 =  4'b0110;
parameter S7 =  4'b0111;
parameter S8 =  4'b1000;
parameter S9 =  4'b1001;
parameter S10 = 4'b1010;
parameter S11 = 4'b1011;
parameter S12 = 4'b1100;
parameter S13 = 4'b1101;
parameter S14 = 4'b1110;
always @ (posedge clk, posedge start)
    if(start)
        state <= S0;
    else
        state <= nextstate;
always @(*)
    case(state)
        S0: nextstate = S1;
        S1: nextstate = S2;
        S2: nextstate = S3;
        S3: nextstate = S4;
        S4: nextstate = S5;
        S5: nextstate = S6;
        S6: nextstate = S7;
        S7: nextstate = S8;
        S8: nextstate = S9;
        S9: nextstate = S10;
        S10: nextstate = S11;
        S11: nextstate = S12;
        S12: nextstate = S13;
        S13: nextstate = S14;
        S14: nextstate = S14;
    endcase
assign CargaQ = (state == S0)? 1:0; 
assign CargaM = (state == S0)? 1:0;
assign CargaA = ((state == S0) | suma | resta)? 1:0;
assign resetA = (state == S0)? 1:0;
assign CargaQm1 = (state == S0)? 1:0;
assign suma = (((q0==0)&(qm1==1))|(state == S1)|(state == S3)|(state == S5)|(state == S7)|(state == S9)|(state == S11)|(state == S13))? 1:0;
assign resta = (((q0==1)&(qm1==0))|(state == S1)|(state == S3)|(state == S5)|(state == S7)|(state == S9)|(state == S11)|(state == S13))? 1:0;
assign desplazaA = ((state == S2)|(state == S4)|(state == S6)|(state == S8)|(state == S10)|(state == S12)|(state == S14))? 1:0;
assign desplazaQ = ((state == S2)|(state == S4)|(state == S6)|(state == S8)|(state == S10)|(state == S12)|(state == S14))? 1:0;
assign fin = (state == S14)? 1:0;
endmodule
```
==> results_dict.tcl <==
# metrics dict for downstream scripts
set metrics [dict create \
    grt.total_usage_pct 2.529 \
    grt_max_degree 9 \
    global_route.usage.met2_pct 3.852 \
    worst_ep_required_time_ns 1.36 \
    report.final.hold_viol_count 0 \
    cts_buf_count 3 \
    place.port_buffers 13 \
    coreArea_sq_um 3416 \
    drt_first_iter_violations 27 \
    post-route-period-util_pct 98.92 \
    syn_to_final_growth_pct 109.7 \
    internal_dissipation_uw 188.6 \
    run_status "finished, final reports clean" \
    synth.cell_area_sq_um 322.8 \
    endpoint_kind "output port" \
    dr_wl_cell_um 9.222 \
    routed_wl_um 996 \
    remaining_drc_errors 0 \
    count_of_unclocked_register_or_latch_pins 4 \
    groute.layer.met3.usage_pct 0.6818 \
    vias_per_cell 3.028 \
    flip_flop_and_latch_count_after_synthesis 8 \
    path_clk_slew_ns 0.04 \
    grt_antenna_before_repair 0 \
    htreeDepth 1 \
    gr_ovfl_total 0 \
    grt_pass1_wl_mm 1.373 \
    synth.yosys.num_cells 33 \
    cts_max_path_buffers 2 \
    grt_setup_unrepaired "true" \
    num_rows 21 \
    drtPass1Iterations 3 \
    globalplace.congestion 0.7892 \
    setup_viols_final 0 \
    detail_route.antenna_diodes 0 \
    timing.critical_path.from_type "flop" \
    ios 14 \
    die.size.x_um 80 \
    startpoint_of_the_most_critical_setup_path "state[0]" \
    chip_area_sq_um 6400 \
    sequentialPowerShare_pct 41.3 \
    max-vdd-ir-drop_mv 0.06609 \
    final_period_minus_worst_setup_slack_ns 1.682 \
    placed_area_sq_um 505.5 \
    worst_slew_pin_slew_ns 0.2113 \
    p_leak_uw 0.0003537 \
    timing.max_slew.rel_slack_pct 85.86 \
    dp.final_hpwl_um 624.3 \
    die_h_um 80 \
    post_synth_inst_count 33 \
    timing.max_cap.violations 0 \
    cts_tree "yes" \
    timing.final.max_slew_violations 0 \
    min_path_type "in2async" \
    tool_warnings 27 \
    switching_share_pct 18.67 \
    drt_antenna_net_count 0 \
    worst_setup_path_endpoint "suma" \
    groute.layer.met1.usage_pct 3.275 \
    initCoreUtil_pct 9.451 \
    number_of_global_route_vias_before_repair 302 \
    syn-mean-instance-area_sq_um 9.782 \
    cts_root_buf "sky130_fd_sc_hd__clkbuf_4" \
    maxClockFrequency_mhz 594.6 \
    postLayoutCellArea_sq_um 676.9 \
    critical_path.max_fanout 4 \
    timing.critical_path.arrival_ns 1.34 \
    power.density_cell_area_nw_per_um2 342.5 \
    yosys_cell_types 16 \
    comb_power_share_pct 9.4 \
    net-switching-power_uw 43.28 \
    timing_worst_setup_path_type "reg2out" \
    untimed_endpoints 8 \
    global_route.peak_usage_layer "met2" \
    clkPwrFrac_pct 49.3 \
    drive_gt1_share_pct 56.45 \
    final.hold.worst_slack_ns 0.2925 \
    num_vias 327 \
    synth-area-yosys_sq_um 322.8 \
    cts_hold_buffers 0 \
    yosys_warn_count 1 \
]
## flip-flops by register name, indices dropped and copies added (netlist names)
register   count
state          4
nextstate      4
## repair_timing
| action | CTS | global route |
|---|---|---|
| hold endpoints to repair | 0 | 0 |
| endpoints found under the setup margin | 10 | 8 |
| setup buffers | 4 | 10 |
| gates resized | 19 | 17 |
| pin swaps | 3 | 4 |
## cells in the mapped netlist
master | number | area share [%]
sky130_fd_sc_hd__a2111o_1 | 1 | 3.5
sky130_fd_sc_hd__xor2_1 | 3 | 8.1
sky130_fd_sc_hd__dfrtp_1 | 4 | 31
sky130_fd_sc_hd__o2bb2ai_1 | 1 | 2.7
sky130_fd_sc_hd__nor2_1 | 3 | 3.5
sky130_fd_sc_hd__buf_4 | 4 | 9.3
sky130_fd_sc_hd__a22o_1 | 1 | 2.7
sky130_fd_sc_hd__nor3_1 | 1 | 1.5
sky130_fd_sc_hd__buf_2 | 1 | 1.5
sky130_fd_sc_hd__dlxtn_1 | 4 | 19
sky130_fd_sc_hd__nand2_1 | 2 | 2.3
sky130_fd_sc_hd__nor4_1 | 1 | 1.9
sky130_fd_sc_hd__inv_1 | 2 | 2.3
sky130_fd_sc_hd__nand3_1 | 2 | 3.1
sky130_fd_sc_hd__and2b_1 | 1 | 2.3
sky130_fd_sc_hd__xnor2_1 | 2 | 5.4
## cell type report
class / count / area [sq um]
fill: 373 / 2739
timing repair buffer: 31 / 257.7
multi-input combinational: 18 / 166.4
sequential: 8 / 165.2
tap: 46 / 57.56
clock buffer: 3 / 22.52
inverter: 2 / 7.507
## metal layers
metal / vias up / share of wire [%]
met5: - / 0
met4: 0 / 1.1
met3: 2 / 4.7
met2: 7 / 50
met1: 152 / 44
li1: 166 / -
## cells in the final DEF (no fill, tap or decap), drive strengths merged
master,instances
buf,19
clkbuf,6
dlygate4sd2,5
dlxtn,4
dfrtp,4
xor2,3
dlymetal6s2s,3
nor2,3
xnor2,2
inv,2
nand3,2
nand2,2
nor4,1
a22o,1
o2bb2ai,1
nor3,1
and2b,1
a2111o,1
clkdlybuf4s50,1
## power groups by stage
stage         Sequential (uW)  Combinational (uW)  Clock, uW
finish                   95.7                21.7        114
global route             95.6                23.9        129
CTS                      95.7                22.8        122
## worst min-delay path by stage
stage / startpoint / slack [ns] / end
4_1_cts: start / 0.29 / state[0]
5_1_grt: start / 0.30 / state[3]
6_report: start / 0.29 / state[0]
## cell families after synthesis
| group | count (synthesis) | synth area share [%] |
|---|---|---|
| compound gates | 3 | 8.915 |
| buf+inv | 7 | 13.18 |
| flops | 4 | 31.01 |
| latches | 4 | 18.61 |
| xor+xnor | 5 | 13.57 |
| simple gates | 10 | 14.73 |
## per-stage QoR
| stage | util, % | cells | worst slack, ns | TNS (ns) | power, uW |
|---|---|---|---|---|---|
| 6_report | 19.82 | 108 | 0.01831 | 0 | 231.9 |
| 5_1_grt | 19.82 | 108 | -0.03835 | -0.04647 | 248.5 |
| 4_1_cts | 16.59 | 98 | -0.07773 | -0.2496 | 240.0 |
| 3_5_place_dp | 14.80 | 91 | -0.3374 | -0.6920 | 124.0 |
| 3_3_place_gp | 14.80 | 91 | -0.3360 | -0.6756 | 123.8 |
| 2_1_floorplan | - | 33 | 0.2862 | 0 | 103.5 |
## worst max-delay path, cell delays in order, from the launching register on
cell                            delay, ns
sky130_fd_sc_hd__dfrtp_2             0.43
sky130_fd_sc_hd__buf_6               0.14
sky130_fd_sc_hd__buf_6               0.12
sky130_fd_sc_hd__a22o_1              0.19
sky130_fd_sc_hd__dlygate4sd2_1       0.24
Power figures rest on the tool's default switching activity, not on a simulated workload.
